### flow/run.sh
#!/bin/bash
# OpenROAD 26Q1-2900-gdf79404cd8, Yosys 0.63+post, stock flow scripts
make -C /OpenROAD-flow-scripts/flow DESIGN_CONFIG=/design/flow/config.mk WORK_HOME=/design/flow/orfs finish
### flow/config.mk
export PLATFORM = sky130hd
export DESIGN_NAME = top
export DESIGN_NICKNAME = top
export VERILOG_FILES = /design/flow/design.v
export SDC_FILE = /design/flow/constraint.sdc
export NUM_CORES = 4
export LEC_CHECK = 1
export CORE_UTILIZATION = 40
### flow/constraint.sdc
current_design top

set clk_period 4.0
set clk_io_pct 0.2

create_clock -name clk0 -period $clk_period [get_ports {clk}]

set non_clock_inputs [all_inputs -no_clocks]
set_input_delay [expr $clk_period * $clk_io_pct] -clock clk0 $non_clock_inputs
set_output_delay [expr $clk_period * $clk_io_pct] -clock clk0 [all_outputs]
### flow/design.v
`timescale 1ns / 1ps
module debouncer(
input clk,
input signal_i,
output reg signal_o
    );
    parameter clock_freq = 100000000,
              debounce_time = 1000,
              initial_value = 1'b0;
    localparam timerlim = clock_freq / debounce_time;
		localparam s_initial = 3'b000,
				   s_zero = 3'b001,
				   s_zero_to_one = 3'b010,
				   s_one = 3'b011,
				   s_one_to_zero = 3'b100;				   
		reg [2:0] state = s_initial;		
    reg [16:0] timer = 17'b0;
	reg timer_en = 1'b0, timer_tick = 1'b0;
    always@ (posedge clk) begin
        case (state)
            s_initial: begin
                if (initial_value == 1'b0)
                    state = s_zero;
                else
                    state = s_one;
            end
            s_zero: begin
                signal_o <= 1'b0;
                if (signal_i == 1'b1)
                    state <= s_zero_to_one;
            end
            s_zero_to_one: begin
                signal_o <= 1'b0;
                timer_en <= 1'b1;
                if (timer_tick == 1'b1) begin
                    state <= s_one;
                    timer_en <= 1'b0;
                end
                if (signal_i == 1'b0) begin
                    state <= s_zero;
                    timer_en <= 1'b0;
                end
            end
            s_one: begin
                signal_o <= 1'b1;
                if (signal_i == 1'b0)
                    state <= s_one_to_zero;
            end
            s_one_to_zero: begin
                signal_o <= 1'b1;
                timer_en <= 1'b1;
                if (timer_tick == 1'b1) begin
                    state <= s_zero;
                    timer_en <= 1'b0;
                end
                if (signal_i == 1'b1) begin
                    state <= s_one;
                    timer_en <= 1'b0;
                end
            end
        endcase
        if (timer_en == 1'b1) begin
            if (timer == (timerlim - 1)) begin
                timer_tick <= 1'b1;
                timer <= 17'b0;
            end    
            else begin
                timer_tick <= 1'b0;
                timer <= timer + 17'b1;
            end
        end       
        else begin
            timer <= 17'b0;
            timer_tick <= 1'b0;
        end    
    end 
endmodule
`timescale 1ns / 1ps
module seven_segment(
    input [3:0] sayac,
    output reg [6:0] segment
    );
    always@ (sayac) begin
        case (sayac)        
            4'd0: segment <= ~7'b0111111;
            4'd1: segment <= ~7'b0000110;
            4'd2: segment <= ~7'b1011011;
            4'd3: segment <= ~7'b1001111;
            4'd4: segment <= ~7'b1100110;
            4'd5: segment <= ~7'b1101101;
            4'd6: segment <= ~7'b1111101;
            4'd7: segment <= ~7'b0000111;
            4'd8: segment <= ~7'b1111111;
            4'd9: segment <= ~7'b1101111;               
            default segment <= ~7'b0000000;
        endcase
    end
endmodule
`timescale 1ns / 1ps
module bcd_incrementor(
input clk,
input incr_i,
input rst_i,
output reg [3:0] birler_o, onlar_o
    );
    initial begin
        birler_o = 4'b0; 
        onlar_o = 4'b0;
    end
    parameter [3:0] birler_lim = 4'd9, onlar_lim = 4'd9;
    always@ (posedge clk) begin
        if (incr_i == 1'b1) begin
            if (birler_o == birler_lim) begin
                if (onlar_o == onlar_lim) begin
                    birler_o <= 4'b0;
                    onlar_o <= 4'b0;
                end
                else begin
                    birler_o <= 4'b0;
                    onlar_o <= onlar_o + 4'b1;
                end
            end
            else begin
                birler_o <= birler_o + 1'b1; 
            end    
        end
        if (rst_i == 1'b1) begin
            birler_o <= 4'b0;
            onlar_o <= 4'b0;
        end
    end    
endmodule
`timescale 1ns / 1ps
module top(
input clk,
input reset_i,
input start_i,
output reg [6:0] seven_seg_o,
output [3:0] anodes_o
    );
    localparam c_saliselim = 1000000,
               c_saliseCount_lim = 100,
               c_saniyeCount_lim = 60,
			   clock_freq = 100000000,
			   debounce_time = 1000,
			   initial_value = 1'b0;
    reg [31:0] c_timerlim_1ms = 32'd100000;  
    reg [31:0] timer_1ms = 32'b0;
    reg [19:0] saliseTimer = 20'b0;
    reg [6:0] saliseCount = 7'b0;
    reg [5:0] saniyeCount = 6'b0;	
    wire start_deb, reset_deb;
    debouncer #(.clock_freq(clock_freq), .debounce_time(debounce_time), .initial_value(initial_value)) start_debouncer(.clk(clk), .signal_i(start_i), .signal_o(start_deb));
    debouncer #(.clock_freq(clock_freq), .debounce_time(debounce_time), .initial_value(initial_value)) reset_debouncer(.clk(clk), .signal_i(reset_i), .signal_o(reset_deb));
    reg increment_salise = 1'b0, increment_saniye = 1'b0;
    wire [3:0] birler_salise, onlar_salise, birler_saniye, onlar_saniye; 
    bcd_incrementor #(.birler_lim(4'd9), .onlar_lim(4'd9)) salise_incr(clk, increment_salise, reset_deb, birler_salise, onlar_salise);
    bcd_incrementor #(.birler_lim(4'd9), .onlar_lim(4'd5)) saniye_incr(clk, increment_saniye, reset_deb, birler_saniye, onlar_saniye);
    wire [6:0] salise_birler_7seg, salise_onlar_7seg;
    wire [6:0] saniye_birler_7seg, saniye_onlar_7seg;
    reg [3:0] anodes = 4'b1110;
    seven_segment display_salise_birler(birler_salise, salise_birler_7seg);
    seven_segment display_salise_onlar(onlar_salise, salise_onlar_7seg);
    seven_segment display_saniye_birler(birler_saniye, saniye_birler_7seg);
    seven_segment display_saniye_onlar(onlar_saniye, saniye_onlar_7seg);
    reg start_deb_prev = 1'b0, continue = 1'b0;
    always@ (posedge clk) begin
        start_deb_prev <= start_deb;
        if (start_deb == 1'b1 && start_deb_prev == 1'b0) begin
            continue = ~continue;
        end
        increment_salise <= 1'b0;
        increment_saniye <= 1'b0;
        if (continue == 1'b1) begin
            if (saliseTimer == c_saliselim - 1'b1) begin
                increment_salise <= 1'b1;
                saliseTimer <= 20'b0;
                if (saliseCount == c_saliseCount_lim - 1'b1) begin
                    saliseCount <= 7'b0;
                    increment_saniye <= 1'b1;
                    if (saniyeCount == c_saniyeCount_lim - 1'b1) begin
                        saniyeCount <= 1'b0;
                    end
                    else begin
                        saniyeCount <= saniyeCount + 1'b1;
                    end
                end
                else begin
                    saliseCount <= saliseCount + 1'b1;
                end
            end
            else begin
                saliseTimer <= saliseTimer + 20'b1;
            end
        end
        if (reset_deb == 1'b1) begin
            saliseTimer <= 20'b0;
            saliseCount <= 7'b0;
            saniyeCount <= 6'b0;
        end
    end
    always@ (posedge clk) begin
        if (anodes[0] == 1'b0) begin
		  seven_seg_o <= salise_birler_7seg;
		end
	    else if (anodes[1] == 1'b0) begin
		  seven_seg_o <= salise_onlar_7seg;
		end
	    else if (anodes[2] == 1'b0) begin
		  seven_seg_o <= saniye_birler_7seg;
		end
	    else if (anodes[3] == 1'b0) begin	
		  seven_seg_o <= saniye_onlar_7seg;
		end	    	
	    else begin
		  seven_seg_o	<= ~7'b0000000;
	    end
    end
    always@ (posedge clk) begin
        if (timer_1ms == c_timerlim_1ms - 32'b1) begin
            timer_1ms <= 32'b0;
            anodes <= (anodes << 1) | (anodes >> 3);
        end
        else begin
            timer_1ms <= timer_1ms + 32'b1;
        end
    end
    assign anodes_o = anodes;
endmodule
==> notes.md <==
yosys + openroad results -> initial antenna violation count 0, CP startpoint kind flip-flop, status finished, final reports clean, WL per Instance roughly 12 um, worst hold path type flip-flop to flip-flop, yosys warns 5, Synth area leaders dfxtp_1 (37%), xnor2_1 (7.6%), nor2_1 (6.6%), I/O Buffers 13, Flop pwr share 0.460, combinational gate area between 3000 and 4000 sq um, maxcap violations 0, CTS Buf Count 17, Clock Tree Root clkbuf_16, syn_area_per_cell between 8 and 9 sq um, total design power approximately 3.5 mW, Area growth, synth to finish 13.05%, Post-Route WL between 10,000 and 15,000 um, TritonCTS clock tree built, Chip Area, Yosys 6589 sq um, final hold slack ~0.37 ns, RSZ-0062 raised after global routing false, CP required around 3.2 ns, OpenROAD warning count just over 40, Synth Register Bits around 140, register-to-register setup slack 1.92 ns, detailed placement HPWL 7828 um, CP Max Fanout 17, CTS sink cnt between 100 and 150, routed vias roughly 5,000, crit-path cells clkdlybuf4s50_1, chip area between 15,000 and 20,000 sq um, Clk pwr share 0.409, Die Y 130.3 um, vias in the first global route 4,564, Final setup viols 0, count leader, synth dfxtp_1, switching share of power 0.2853, Pint 2.525 mW, setup bufs post-CTS 0, Max-area cell share 0.3707, min cycle time layout about 2.4 ns, GP Congestion around 0.84, CP delay by family, top flip-flops, Post-Syn Area roughly 6600 sq um, final worst clock skew 0.005704 ns, register clock-pin slew on the reported worst setup and hold paths around 0.06 ns, number of cell rows around 46, 1st-pass router iterations 5, io pins 14, post-route ant nets 0, clock buffer depth 2, Max Fclk 410.2 MHz, Slew @ Worst Pin ~0.86 ns, proportion of layout cells with a drive suffix above 1 0.06186, fin crit share 0.6094, ys cells roughly 760, ant diodes 0, pwr dens between 400 and 500 nW/um^2, setup tns final 0 ns, first-pass GRT wire length between 20,000 and 25,000 um, Final Max Tran Viols 0, Synth top cells by count dfxtp_1 (122), nor2_1 (115), nand2_1 (72), number of remaining DRC errors 0, Final Hold Viols 0, floorplan utilization 0.4118, cell taking the most area after synthesis dfxtp_1, Lkg Pwr ~2.6 nW, Iter 0 DRT Violations ~280, sequential area share after synthesis 0.4345, H-tree levels 4, Post-CTS Hold Fix Bufs 0, CP max stage cell edfxtp_1, CP Capture Type output pin, Flop area about 2900 sq um, crit path kind flip-flop to output pin, Gate power share 0.131, fillers ~1,500, crit-path max cell delay between 0.6 and 0.7 ns, pin count of the biggest net entering global routing 24, all-layer global routing usage 0.1481, latest clock arrival within the worst-skew pair 0.41 ns, number of enable flip-flop cells 14, CP Buf/Inv Count 1, VDD IR max between 400 and 500 uV, Core ar. roughly 16,000 sq um, GRT overflow 0, Synth Flop Type dfxtp_1, via density per instance approximately 5.0, crit path DAT approximately 1.6 ns, Slew headroom 0.4221, Async S/R FF share, synth 0, Distinct cells, synth between 50 and 60, Post-CTS Resized 0, Post-Syn Instances 755, NetSw 1.008 mW, Die X about 130 um
## placed cells by master (no fill, tap or decap), types with 3 or more instances in the layout
cell type and instances:
o221ai_1 7, mux2i_1 6, nand3_1 30, nor2_1 115, or2_2 5, nor4_1 14, and3_1 9, xor2_1 32
nand2_1 72, nor4b_2 3, nand3b_1 3, ha_1 25, clkdlybuf4s50_1 13, nand2b_1 25, nand4_1 21, or3_1 3
clkinvlp_4 3, inv_1 19, clkinv_4 3, xnor2_1 57, dfxtp_1 122, edfxtp_1 14, nor3_1 23, clkbuf_16 17
nor2b_1 6, a31oi_1 9, and4_1 9, nor4b_1 5, a21oi_1 31, and2_1 10, clkinv_2 5, o21ai_0 22
## through the flow
stage | util | std cells | setup slack (ns) | area (sq um)
floorplan | - | 755 | 2.204 | 6589
global placement | 0.4310 | 960 | 1.771 | 6895
detailed placement | 0.4310 | 960 | 1.691 | 6895
CTS | 0.4655 | 992 | 1.538 | 7448
global route | 0.4655 | 992 | 1.444 | 7448
finish | 0.4655 | 992 | 1.562 | 7448
## path summary, 6_finish.rpt
path	from	endpoint	cells past startpoint
max	anodes[0]	anodes_o[0]	1
min	start_debouncer.signal_o	start_deb_prev	0
max reg2reg	start_debouncer.timer[0]	start_debouncer.timer[12]	6
min reg2reg	start_debouncer.signal_o	start_deb_prev	0
## metal layers
metal	global-route usage	wire, um
met5	0	0
met1	0.2280	6200
met4	0.02096	171
met2	0.2265	4888
met3	0.02923	374
## flip-flops by register name, summed over array words and instances (netlist names), 7 cells and up
signal	cells
seven_seg_o	7
reset_debouncer.timer	17
saliseCount	7
timer_1ms	32
start_debouncer.timer	17
saliseTimer	20
## kinds of logic after synthesis
group | after synthesis | share of synthesized area
compound gates | 89 | 0.08222
xor+xnor | 89 | 0.1183
fa+ha+maj | 25 | 0.04747
buf+inv | 46 | 0.02791
flops | 136 | 0.4345
mux | 6 | 0.009115
simple gates | 364 | 0.2805
## final cells by class
class                           count  area share
Clock buffer                       17     0.05711
Clock inverter                     15     0.01713
Inverter                           20     0.01008
Multi-Input combinational cell    573      0.4756
Sequential cell                   136      0.3843
Tap cell                          216     0.03628
Timing Repair Buffer               15     0.01949
## power by group through the flow
| stage | Clock [mW] | Combinational (mW) | Sequential [mW] |
|---|---|---|---|
| 5_1_grt | 1.55 | 0.524 | 1.64 |
| 4_1_cts | 1.48 | 0.466 | 1.62 |
| 6_report | 1.45 | 0.462 | 1.62 |
No activity file was given, so power comes from the tool's default toggle rates.
